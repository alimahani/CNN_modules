[./config.mk]
export PLATFORM = sky130hd
export DESIGN_NAME = comp_3
export DESIGN_NICKNAME = comp_3
export VERILOG_FILES = /design/flow/design.v
export SDC_FILE = /design/flow/constraint.sdc
export NUM_CORES = 4
export LEC_CHECK = 1
export CORE_AREA = 10 10 110 110
export DIE_AREA = 0 0 120 120
[./constraint.sdc]
current_design comp_3

set clk_period 3.5
set clk_io_pct 0.2

create_clock -name clk0 -period $clk_period [get_ports {clk}]

set non_clock_inputs [all_inputs -no_clocks]
set_input_delay [expr $clk_period * $clk_io_pct] -clock clk0 $non_clock_inputs
set_output_delay [expr $clk_period * $clk_io_pct] -clock clk0 [all_outputs]
[./design.v]
`timescale 1ns/1ns
module comp_3 #(
               parameter in_length = 8
    )
  (
   input  wire                                      clk   ,
   input  wire                                      reset ,
   input  wire   [in_length-1:0]                    in1   ,
   input  wire   [in_length-1:0]                    in2   ,
   input  wire   [in_length-1:0]                    in3   ,
   input  wire                                      start ,
   output logic  [in_length-1:0]                     o    ,
   output logic                                     o_valid
);
  always_ff @(posedge clk) begin
    if(reset) begin
          o           <= '0;
          o_valid     <= 1'b0;
    end
    else begin
       o_valid        <= start;
      if(start)
        o       <= (in1 > in2) ? ((in1 > in3) ? in1 : in3) : ((in2 > in3) ? in2 : in3);
    end
  end
endmodule
[./run.sh]
#!/bin/bash
# OpenROAD 26Q1-2900-gdf79404cd8, Yosys 0.63+post, stock flow scripts
make -C /OpenROAD-flow-scripts/flow DESIGN_CONFIG=/design/flow/config.mk WORK_HOME=/design/flow/orfs finish
==> impl_metrics.ini <==
; yosys + openroad results
[clock_network]
cts.path.max_buffers = 2
h-tree-depth = 1
clk_pin_slew_ns = 0.04
clockRootBuffer = clkbuf_8
cts-resized-gates = 0
hold_buffers = 0
postCtsSetupBuffers = 0
cts_sinks = 9
cts_tree = done
clock_latency_ns = 0.23
numCtsBuffers = 3

[logic_synthesis]
synth.avg_cell_area_um2 = 8.38
ys_ff = 9
ys_sh_mux_pct = 6.93
synth_area_um2 = 1160
syn_inst = 138
yosysChipArea_um2 = 1160
top_cell_area_share_pct = 26.0
yosysUniqueCellTypes = 28
yosysCellCount = 138
synthAoiAreaFrac_pct = 32.7
logic_family = AND-OR/OR-AND gates
synthAdderAreaFrac_pct = 26.0
yosysWarnings = 1
ys_sh_xor_pct = 0
synth_top_cell_by_area = ha_1
postSynthSeqShare_pct = 15.6
topCellsByArea = ha_1, dfxtp_1, a211oi_1
ys_sh_simple_pct = 12.6

[job]
max_cap_viol_count = 0
log.warning_count = 25

[detailed_routing]
routed_wl_mm = 3.77
dr.pass1.iters = 4
viasPerCell = 3.66
ant_nets = 0
wl_per_cell_um = 12.3
antenna_cells = 0
drc = 0
first_iter_violations = 23
num_vias = 1124

[global_routing]
grt_pass1_wl_mm = 6.32
grt_max_degree = 12
antenna_found_initial = 0
grt_use_total_pct = 5.30
grt_overflow = 0
grt_pass1_vias = 1251

[die]
die_w_um = 120
rows = 36
io_pins = 36
fp_util_pct = 11.8
die_area_um2 = 14400
core_area_um2 = 9770
dieHeight_um = 120

[placed_design]
gp_congestion = 0.850
portBuffers = 35
dp_hpwl_mm = 3.31
numPlacedInstances = 303

[worst_setup_path]
criticalPathCategory = in2reg
rr_startpoint = o[5]$_SDFFE_PP0P_
worstPathMaxFanout = 9
end_kind = register
crit_top_cell = a211oi_1
start_kind = input pin
crit_arrival_ns = 3.03
reg2reg_slack_ns = 2.83
r2r_cells = 2
path_cells = clkdlybuf4s50_1 -> inv_1 -> ha_1 -> a21oi_1 -> nand2_1 -> a21oi_2 -> o2bb2ai_1 -> a211oi_1 -> a211oi_1
worstPathRequired_ns = 3.64
slowest_delay_ns = 0.54
rr_endpoint = o[5]$_SDFFE_PP0P_
cpMaxStageDelayCell = clkdlybuf4s50_1

[timing]
finClkSkew_ns = 0
fmax_mhz = 346
slew_headroom_pct = 59.6
setup_violations = 0
holdWs_ns = 0.514
slew_viol_final = 0
tightest_slew_ns = 0.603
layout_min_cycle_time_ns = 2.89
grt_setup_unrepaired = no
tns_ns = 0
fin_crit_sh_pct = 82.5
finalHoldViolations = 0

[min_path]
holdCritPathClass = reg2reg
hp-start = o[2]$_SDFFE_PP0P_
worstHoldPathCells = 2
timing.hold.worst_endpoint = o[2]$_SDFFE_PP0P_

[power]
p_per_area_nw_per_um2 = 245
leakage_nw = 0.719
ir_drop_uv = 77.1

[final_layout]
layout_top_cell = clkdlybuf4s50_1
fin_util_pct = 17.4
lay_top_cells = clkdlybuf4s50_1, ha_1, inv_1, a211oi_1, a21oi_1
areaGrowthSynthToFinish_pct = 47.5
drive_gt1_share_pct = 6.90
stdcell_count = 307

[status]
status = finished, final reports clean
-- final cells by class --
class | count | area (um2)
clock buffer | 4 | 45.0
sequential | 9 | 180
fill | 1087 | 8070
tap | 133 | 166
timing repair buffer | 35 | 350
inverter | 16 | 60.1
multi-input combinational | 110 | 903
-- worst max path at each step --
stage | to | slack [ns] | depth (start not counted) | startpoint
6_report | o[1]$_SDFFE_PP0P_ | 0.61 | 9 | in3[6]
5_1_grt | o[3]$_SDFFE_PP0P_ | 0.39 | 9 | in3[6]
4_1_cts | o[1]$_SDFFE_PP0P_ | 0.63 | 9 | in3[6]
-- layer usage --
metal | track usage, % | vias up | routed length (um) | part of all wire, %
met5 | 0 | - | 0 | 0
met4 | 0.603 | 0 | 30 | 0.80
met3 | 1.48 | 5 | 268 | 7.1
met2 | 9.53 | 32 | 1890 | 50
met1 | 6.31 | 498 | 1580 | 42
li1 | - | 589 | - | -
-- per-stage QoR --
| stage | power [mW] | worst slack [ns] | instance area (um2) |
|---|---|---|---|
| floorplan | 0.218 | 1.30 | 1160 |
| global placement | 0.302 | 0.400 | 1660 |
| detailed placement | 0.302 | 0.400 | 1660 |
| finish | 0.418 | 0.612 | 1710 |
| global route | 0.452 | 0.388 | 1710 |
| CTS | 0.421 | 0.633 | 1710 |
-- power breakdown --
part	switching (mW)	internal (mW)	total [mW]	leakage, nW
Sequential	0.00471	0.113	0.118	0.0749
Clock	0.0383	0.0791	0.117	0.0228
Combinational	0.0864	0.0961	0.182	0.622
-- logic make-up (layout without fill, tap and decap cells) --
group,after synthesis,count (layout)
compound gates,51,51
buf+inv,19,55
flops,9,9
simple gates,27,27
fa+ha+maj,24,24
mux,8,8
-- registers in the layout, summed over array words and instances, names as in the netlist --
name     cells
o            8
o_valid      1
-- cell usage after synthesis, drive strengths merged --
cell type,n
nor2,2
or2,2
a211oi,17
o31ai,2
a21boi,1
nand3,2
inv,16
nor3,1
a21o,1
buf,1
nand2,9
dfxtp,9
clkbuf,2
o21bai,8
o2bb2ai,1
mux2i,8
a21oi,16
ha,24
o211ai,3
nand4,6
o21a,1
o21ai,1
nor2b,5
-- critical path, delay by kind of cell --
kind | cells | cell delay [ns]
compound gates | 5 | 1.31
buf+inv | 2 | 0.63
simple gates | 1 | 0.08
fa+ha+maj | 1 | 0.31
Power figures rest on the tool's default switching activity, not on a simulated workload.
