==> design/flow/design.v <==
`timescale 1ns/1ns
module mac_i #(
               parameter num        = 3,
               parameter in1_length = 8,
               parameter in2_length = 8
    )
  (
   input  wire                                                            clk   ,
   input  wire                                                            reset ,
   input  wire  [in1_length-1:0]                                          in1   ,
   input  wire  [in2_length-1:0]                                          in2   ,
   input  wire                                                            start ,
   output logic [(in1_length + in2_length) + num - 1:0]                   o     ,
   output logic                                     o_valid
);
  always_ff @(posedge clk) begin
    if(reset) begin
          o           <= '0;
          o_valid     <= 1'b0;
    end
    else begin
       o_valid        <= start;
      if(start)
           o          <= in1 * in2 + o;
    end
  end
endmodule
`timescale 1ns/1ns
module pe #(
               parameter num        = 3,
               parameter inleft_l   = 8,
               parameter intop_l    = 8
    )
  (
   input  wire                                                            clk   ,
   input  wire                                                            reset ,
   input  wire   [inleft_l-1:0]                                           in1   ,
   input  wire   [intop_l-1:0]                                            in2   ,
   input  wire                                                            start ,
   output logic  [inleft_l-1:0]                                           o_r   ,
   output logic  [intop_l-1:0]                                            o_b   ,
   output logic  [(inleft_l + intop_l) + num - 1:0]                        o    ,
   output logic                                                           o_valid
);
  wire  [(inleft_l + intop_l) + num - 1 : 0]       o_t;
  wire                                         valid_t;
  always_ff @(posedge clk) begin
    if(reset) begin
          o           <= '0;
          o_r         <= '0;
          o_b         <= '0;
          o_valid     <= 1'b0;
    end
    else begin
       o_valid        <= valid_t;
      if(start) begin
           o          <= o_t;
           o_r        <= in1;
           o_b        <= in2;
      end
    end
  end
  mac_i #(
    .num        (num),
    .in1_length (inleft_l),
    .in2_length (intop_l) )
  mac1 (
    .clk    (clk),
    .reset  (reset),
    .in1    (in1),
    .in2    (in2),
    .start  (start),
    .o      (o_t),
    .o_valid(valid_t)
  );
endmodule
==> design/flow/run.sh <==
#!/bin/bash
# OpenROAD 26Q1-2900-gdf79404cd8, Yosys 0.63+post, stock flow scripts
make -C /OpenROAD-flow-scripts/flow DESIGN_CONFIG=/design/flow/config.mk WORK_HOME=/design/flow/orfs finish
==> design/flow/config.mk <==
export PLATFORM = sky130hd
export DESIGN_NAME = pe
export DESIGN_NICKNAME = pe
export VERILOG_FILES = /design/flow/design.v
export SDC_FILE = /design/flow/constraint.sdc
export NUM_CORES = 4
export LEC_CHECK = 1
export CORE_UTILIZATION = 50
==> design/flow/constraint.sdc <==
current_design pe

set clk_period 12.5
set clk_io_pct 0.2

create_clock -name clk0 -period $clk_period [get_ports {clk}]

set non_clock_inputs [all_inputs -no_clocks]
set_input_delay [expr $clk_period * $clk_io_pct] -clock clk0 $non_clock_inputs
set_output_delay [expr $clk_period * $clk_io_pct] -clock clk0 [all_outputs]
==> reports/qor_table.md <==
| Metric | Value |
|---|---|
| Register bit count reported by yosys | 56 |
| Commonest non-fill, non-tap cells in the layout | sky130_fd_sc_hd__nor2_1 (68), sky130_fd_sc_hd__dfxtp_1 (56), sky130_fd_sc_hd__inv_1 (55) |
| Cell leakage power | 2.66 nW |
| Worst-path clk slew | 0.10 ns |
| Final setup viols | 0 |
| Worst-path fanout max | 9 |
| Post-Synthesis Cell Area | 4910 µm² |
| Count of pins over their slew limit | 0 |
| Type of the worst min-delay path | reg2reg |
| Yosys-reported design area after synthesis | 4910 µm² |
| Final RePlAce weighted congestion | 0.862 |
| Kind of start point of the critical path | primary input |
| Sequential Area | 1120 µm² |
| Number of global-route vias before repair | 3,537 |
| Number of rows created at floorplan | 35 |
| Sequential element share of the synthesized area | 22.8% |
| Fraction of the cycle the final worst path needs | 65.2% |
| Overall Power | 1.06 mW |
| Number of levels the H-tree was split into | 2 |
| Mean routed wirelength per cell | 13.0 µm |
| Gates resized, CTS repair | 0 |
| Origin of the worst min-delay path | mac1.o_valid$_SDFF_PP0_ |
| Outcome | finished clean |
| Router iterations before antenna repair | 4 |
| Max rail drop VDD | 0.125 mV |
| Number of hold-slack violations in the final timing report | 0 |
| Global-route wire length before repair | 16.4 mm |
| Main flop type after synthesis | sky130_fd_sc_hd__dfxtp_1 |
| Largest family of logic cells by area | adder cells |
| Most common cell after layout, fill and taps aside | sky130_fd_sc_hd__nor2_1 |
| I/O pin total | 55 |
| Ys async rst share | 0% |
| Floorplan core density | 52.4% |
| GR Overflow Total | 0 |
| Max-cap check violation count | 0 |
| Antenna violations before repair | 0 |
| Cts hold-fix bufs | 0 |
| Reg-to-reg setup timing slack | 9.98 ns |
| Buffer levels on the longest clock path | 2 |
| Clk Tree Root Cell | sky130_fd_sc_hd__clkbuf_8 |
| Number of cells on the worst reg-to-reg path | 8 |
| Clock tree from TritonCTS | yes |
| Hold path endpoint | o_valid$_SDFF_PP0_ |
| Synthesized netlist cell count | 545 |
| Post-DRT Antenna Nets | 0 |
| Number of buffers added by the clock tree synthesis step | 5 |
| Area growth from synthesis to layout | 15.4% |
| Cell Pwr Density | 187 nW/µm² |
| Minimum clock period after layout | 8.14 ns |
| Buffers & Inverters on Critical Path | 4 |
| Data arrival time of the critical path | 8.35 ns |
| Chip footprint | 10,200 µm² |
| Proportion of layout cells with a drive suffix above 1 | 3.37% |
| Tool warnings | 28 |
| Most frequent cell on the critical path | sky130_fd_sc_hd__fa_1 |
| Syn. warnings | 2 |
| Combinational cell area excluding buffers and inverters | 3520 µm² |
| Tightest hold margin | 0.458 ns |
| Setup tns final | 0 ns |
| Max-Slew Margin vs Limit | 55.2% |
| Crit Path Category | in2reg |
| Height of the chip | 101 µm |
| Req. time, crit path | 12.71 ns |
| Reg2reg start | mac1.o[0]$_SDFFE_PP0P_ |
| Clock skew | 0.00410 ns |
| Cells traversed along the worst timing path | clkdlybuf4s50_1 > nand2_1 > fa_1 > fa_1 > inv_1 > fa_1 > inv_1 > fa_1 > inv_1 > ha_1 > nand2_1 > o21ai_0 > o41a_1 > a21oi_1 > xnor2_1 > ha_1 > a21o_1 > a31o_2 > a31oi_4 > a211oi_1 > o21ai_0 > mux2_2 |
| Flip-flops with a built-in enable | 0 |
| Delay of the slowest cell on the worst path | 0.63 ns |
| Cell area after placement | 5560 µm² |
| R2r endpoint | mac1.o[16]$_SDFFE_PP0P_ |
| Clock Latency Late Sink | 0.31 ns |
| Mean instance size in the synthesized netlist | 9.02 µm² |
| Detailed-route wire length | 9.38 mm |
| Critical path endpoint category | register |
| Number of cells traversed by the worst hold path | 1 |
| Setup repair after global routing missed its margin | no |
| Simple-gate area share of the yosys netlist | 19.3% |
| Hpwl dp | 7.40 mm |
| Post-CTS setup buffer count | 0 |
| Core Footprint | 9370 µm² |
| Number of vias in the routed layout | 3,726 |
| Cell area after layout | 5670 µm² |
| Synthesized-area fraction occupied by ao, oa, aoi and oai cells | 10.5% |
| Multiplexer fraction of the synthesized cell area | 9.42% |
| Aggregate global-route resource usage | 20.6% |
| Area fraction in full adders, half adders and majority gates | 28.8% |
| Count of clock tree sinks | 56 |
| Antenna diode count | 0 |
| # port buffers | 54 |
| Vias per cell | 5.15 |
| Largest net degree at the start of global routing | 64 |
| Iteration-0 DRC Markers | 87 |
| Total of fill cells in the finished design | 835 |
| Count of unresolved DRC violations after routing | 0 |
| Slew at the pin closest to its max-slew limit | 0.673 ns |
| X dimension of the die | 101 µm |
| Yosys xor share | 3.74% |
| Unique masters post-synth | 49 |
| Crit-path leading delay family | adder cells |
| Max frequency | 123 MHz |
| Yosys cell count | 545 |
| Cell with the largest stage delay on the worst path | sky130_fd_sc_hd__clkdlybuf4s50_1 |
[per-stage QoR]
stage / setup WS [ns] / utilization (%) / cells
floorplan: 5.01 / - / 545
global placement: 4.10 / 59.3 / 715
detailed placement: 4.05 / 59.3 / 715
CTS: 4.36 / 60.5 / 723
global route: 4.01 / 60.5 / 723
finish: 4.36 / 60.5 / 723
[routing by layer]
layer  GRT usage [%]  up-vias  wire length [µm]
met5               0        -                 0
met4           0.780        0                36
met2            32.5       53              4400
met3            3.57        4               327
li1                -     1907                 -
met1            32.7     1762              4620
[layout make-up]
cell class	instances	share of cell area, %
inverters	55	3.64
clock inverters	2	0.684
multi-input cells	419	62.1
clock buffers	6	1.28
repair buffers	56	9.62
flip-flops and latches	56	19.8
well taps	129	2.85
[flip-flops by register name, summed over array words and instances (netlist names)]
register,count
mac1.o,19
mac1.o_valid,1
o,19
o_b,8
o_r,8
o_valid,1
[logic make-up after synthesis]
logic type / after synthesis
buf+inv: 70
simple gates: 192
compound gates: 69
fa+ha+maj: 91
flops: 56
xor+xnor: 21
mux: 46
[how the worst max path moves through the flow]
stage                  start                      end  slack (ns)  cells past startpoint
after CTS             in2[7]  mac1.o[16]$_SDFFE_PP0P_        4.36                     22
after global routing  in1[3]  mac1.o[15]$_SDFFE_PP0P_        4.01                     22
final                 in2[7]  mac1.o[16]$_SDFFE_PP0P_        4.36                     22
[power breakdown]
group	switching (mW)	total (mW)	internal (mW)
Sequential	0.0191	0.223	0.204
Combinational	0.389	0.716	0.327
Clock	0.0608	0.122	0.0607
[synthesized netlist by cell type, types with 10 or more instances]
cell,n,share of area [%]
sky130_fd_sc_hd__nor2_1,68,5.2
sky130_fd_sc_hd__dfxtp_1,56,23
sky130_fd_sc_hd__inv_1,55,4.2
sky130_fd_sc_hd__and2_1,54,6.9
sky130_fd_sc_hd__ha_1,54,14
sky130_fd_sc_hd__mux2i_1,44,9.0
sky130_fd_sc_hd__fa_1,37,15
sky130_fd_sc_hd__nand2_1,27,2.1
sky130_fd_sc_hd__a21oi_1,16,1.6
sky130_fd_sc_hd__xnor2_1,16,2.9
sky130_fd_sc_hd__nand3_1,11,1.1
sky130_fd_sc_hd__a21o_1,10,1.5
Power figures rest on the tool's default switching activity, not on a simulated workload.
