==> flow/design.v <==
`timescale 1ns/1ns
module comp_4 #(
               parameter in_length = 8
    )
  (
   input  wire                                      clk   ,
   input  wire                                      reset ,
   input  wire   [in_length-1:0]                    in1   ,
   input  wire   [in_length-1:0]                    in2   ,
   input  wire   [in_length-1:0]                    in3   ,
   input  wire   [in_length-1:0]                    in4   ,
   input  wire                                      start ,
   output logic [in_length-1:0]                     o     ,
   output logic                                     o_valid
);
  logic       [in_length-1:0]    temp0;
  logic       [in_length-1:0]    temp1;
  enum logic  { level_1 = 1'b0, level_2 = 1'b1} comp_level;
  always_ff @(posedge clk) begin
    if(reset) begin
          o           <=      '0;
          o_valid     <=    1'b0;
          comp_level  <= level_1;
    end
    else begin
       o_valid        <= 1'b0;
      if(start)  begin
        case (comp_level)
          level_1: begin
            temp0      <= (in1 > in2) ? in1 : in2;
            temp1      <= (in3 > in4) ? in3 : in4;
            comp_level <= level_2;
          end
          level_2: begin
            o            <= (temp0 > temp4) ? temp0 : temp4;
            o_valid      <= 1'b1;
            comp_level   <= level_1;
          end
        endcase
      end
    end
  end
endmodule
==> flow/run.sh <==
#!/bin/bash
# OpenROAD 26Q1-2900-gdf79404cd8, Yosys 0.63+post, stock flow scripts
make -C /OpenROAD-flow-scripts/flow DESIGN_CONFIG=/design/flow/config.mk WORK_HOME=/design/flow/orfs finish
==> flow/config.mk <==
export PLATFORM = sky130hd
export DESIGN_NAME = comp_4
export DESIGN_NICKNAME = comp_4
export VERILOG_FILES = /design/flow/design.v
export SDC_FILE = /design/flow/constraint.sdc
export NUM_CORES = 4
export LEC_CHECK = 1
export CORE_AREA = 10 10 80 80
export DIE_AREA = 0 0 90 90
==> flow/constraint.sdc <==
current_design comp_4

set clk_period 2.6
set clk_io_pct 0.2

create_clock -name clk0 -period $clk_period [get_ports {clk}]

set non_clock_inputs [all_inputs -no_clocks]
set_input_delay [expr $clk_period * $clk_io_pct] -clock clk0 $non_clock_inputs
set_output_delay [expr $clk_period * $clk_io_pct] -clock clk0 [all_outputs]
==> reports/metrics.yaml <==
lay_top_count: "clkdlybuf4s50_1"
grt_pass1_vias: 1106
drc_errors: 0
dp_cells: 234
cts.clk_slew.worst_paths_ns: 0.06
outcome: "complete, no violations"
fmax_ghz: 0.4075
worstRegToRegCells: 2
powerDensity_nw_per_um2: 456.4
cts_buffer_depth: 2
drive_gt1_share_pct: 18.13
mostFrequentLayoutCells: "clkdlybuf4s50_1 (27), nand2_1 (17), buf_4 (16)"
rsz0062_at_grt: "no"
cap_violations: 0
ir_worst_vdd_uv: 149.8
antenna_found_initial: 0
post_cts_buffers: 0
rows: 25
die_h_um: 90
cts_max_level: 1
diodes: 0
grt_start_max_net_pins: 17
drt_iter0_drc: 30
path_max_fanout: 8
syn_area_per_cell_um2: 8.768
ys.flops: 18
ys_seq_share_pct: 37.49
setup_violations: 0
final-hold-violation-count: 0
synth_area_um2: 1175
grt_overflow: 0
area_growth_pct: 40.47
cts-resized-gates: 0
groute.usage.overall_pct: 6.966
first_pass_iters: 4
fin_crit_sh_pct: 94.37
clock_sinks: 18
drtAntennaViolNets: 0
critPathLaunchType: "input port"
hold_depth: 2
min_period_ns: 2.454
yosys_area_um2: 1175
clk_latency_ns: 0.24
vias: 1083
dieWidth_um: 90
relSlewSlack_pct: 74.52
port_buffers: 27
fin_cells: 238
hold_class: "reg2reg"
ctsRootBufferMaster: "clkbuf_8"
worstMarginPinSlew_ns: 0.3810
cts_buffers: 3
synth.distinct_cells: 25
finalMaxSlewViolations: 0
place.gp.congestion: 0.8598
arrival_ns: 2.53
cp.required_ns: 2.67
ctsHoldBuffers: 0
chipArea_um2: 8100
initial_utilization_pct: 24.87
coreArea_um2: 4723
drt-total-wl_mm: 2.798
dp_hpwl_mm: 2.236
skew_ns: 0.002278
warnings: 41
io_pins: 44
synthCells: 134
p_leak_nw: 0.6357
wire_per_inst_um: 11.76
yosysWarnings: 3
via_per_inst: 4.550
grt_pass1_wl_mm: 4.954
end_kind: "flop"
worst-setup-path-type: "in2reg"
final_util_pct: 34.94
yosys-stat-cells: 134
cts_tree: "yes"
final timing paths:
path                                         startpoint                 end  slack, ns
worst min-delay path                  o[1]$_SDFFE_PP0P_   o[1]$_SDFFE_PP0P_       0.45
worst min register to register        o[1]$_SDFFE_PP0P_   o[1]$_SDFFE_PP0P_       0.45
worst max-delay path                             in2[5]  temp0[5]$_DFFE_PP_       0.15
worst max register to register  comp_level$_SDFFE_PP0P_  temp0[1]$_DFFE_PP_       1.45
routing by layer:
| layer | global-route usage (%) | wire (um) | vias to the layer above |
|---|---|---|---|
| li1 | - | - | 566 |
| met1 | 8.497 | 1187 | 487 |
| met2 | 12.17 | 1397 | 28 |
| met3 | 2.096 | 205 | 2 |
| met4 | 0.7958 | 7 | 0 |
| met5 | 0 | 0 | - |
worst max-delay path: stages:
cell	delay, ns
clkdlybuf4s50_1	0.48
inv_1	0.05
ha_1	0.30
a211oi_2	0.21
nor2_1	0.09
or4_4	0.62
a211oi_2	0.25
report_power, final:
group	internal (mW)	switching (mW)
logic	0.108	0.101
registers	0.318	0.00903
clock network	0.134	0.0822
Yosys cell counts (all sizes together):
cell,count,area (um^2)
or2,1,6.260
nand4,2,12.51
clkbuf,6,22.52
o211a,2,20.02
a21oi,8,40.04
or4,1,11.26
o21ai,1,5.000
a211oi,9,112.6
nor2,12,45.04
nand3,8,40.04
a21o,1,7.510
nor3,8,40.04
o22ai,8,50.05
nor3b,1,7.510
dfxtp,10,200.2
xnor2,1,8.760
nand2,17,63.81
buf,4,31.27
nor2b,1,6.260
nor4b,8,70.07
ha,8,100.1
edfxtp,8,240.2
inv,9,33.78
state kept, by name, indices dropped and copies added, names as in the netlist:
| name | flops |
|---|---|
| o_valid | 1 |
| temp0 | 8 |
| o | 8 |
| comp_level | 1 |
stage by stage:
step | power (mW) | instance area [um^2] | setup TNS, ns | setup slack, ns | hold slack, ns
final | 0.7532 | 1650 | 0 | 0.1463 | 0.4511
after global routing | 0.7966 | 1650 | 0 | 0.05963 | 0.4732
after CTS | 0.7632 | 1650 | 0 | 0.1344 | 0.4555
after detailed placement | 0.5443 | 1595 | -0.7492 | -0.1237 | 0.4464
after global placement | 0.5408 | 1595 | -0.7083 | -0.1145 | 0.4429
after floorplan | 0.4625 | 1175 | 0 | 0.4040 | 0.4218
logic make-up (layout without fill, tap and decap cells):
logic type / count (synthesis) / after routing / synth area share, %
XOR/XNOR: 1 / 1 / 0.7456
AND-OR/OR-AND: 29 / 29 / 20.02
adder cells (fa/ha/maj): 8 / 8 / 8.520
flip-flops: 18 / 18 / 37.49
buffers and inverters: 19 / 56 / 7.454
AND/OR/NAND/NOR: 59 / 59 / 25.77
area by class of cell:
class,count,area (um^2)
multi-input combinational,97,646.9
clock buffer,4,55.05
tap,67,83.83
timing repair buffer,43,390.4
fill,493,3073
sequential,18,440.4
inverter,9,33.78
Power figures rest on the tool's default switching activity, not on a simulated workload.
